$ cat config.mk
export PLATFORM = sky130hd
export DESIGN_NAME = combined_add
export DESIGN_NICKNAME = combined_add
export VERILOG_FILES = /design/flow/design.v
export SDC_FILE = /design/flow/constraint.sdc
export NUM_CORES = 4
export LEC_CHECK = 1
export CORE_UTILIZATION = 50
$ cat constraint.sdc
current_design combined_add

set clk_period 43.5
set clk_io_pct 0.2

create_clock -name clk0 -period $clk_period [get_ports {clk}]

set non_clock_inputs [all_inputs -no_clocks]
set_input_delay [expr $clk_period * $clk_io_pct] -clock clk0 $non_clock_inputs
set_output_delay [expr $clk_period * $clk_io_pct] -clock clk0 [all_outputs]
$ cat design.v
`timescale 1ns / 1ps
module combined_add
#(
parameter WIDTH = 32,
parameter EXP = 8,
parameter HIGH_BIT = WIDTH-1
)
(
input rstn,
input clk,
input in_valid,
input [HIGH_BIT:0] a,
input [HIGH_BIT:0] b,
output reg out_valid,
output wire [HIGH_BIT:0] c
);
localparam MAN_HIGH = WIDTH - 1 - EXP - 1;   
localparam EXP_HIGH = WIDTH - 1 - 1;         
localparam EXP_LOW = WIDTH - 1 - EXP;        
localparam SUM_WIDTH =2*(MAN_HIGH+2)+1;
localparam SUM_SHIFT = MAN_HIGH+2;
localparam SUM_OFFSET = SUM_WIDTH/2+1;
localparam SUM_BITS = $clog2(SUM_WIDTH);
reg [HIGH_BIT:0] c_int;
wire [SUM_WIDTH-1:0] sum;
wire a_zero;
wire b_zero;
wire expa_gt_expb;
wire expb_gt_expa;
wire mana_gt_manb;
wire manb_gt_mana;
wire a_gt_b;
wire [SUM_BITS-1:0] ashift;
wire [SUM_BITS-1:0] bshift;
wire minus;
wire [SUM_BITS-1:0] leading_zeros;
assign c = c_int;
assign a_zero = (a == 0); 
assign b_zero = (b == 0);     
assign expa_gt_expb = (a[EXP_HIGH:EXP_LOW] > b[EXP_HIGH:EXP_LOW]) ? 1 : 0;
assign expb_gt_expa = (b[EXP_HIGH:EXP_LOW] > a[EXP_HIGH:EXP_LOW]) ? 1 : 0;
assign mana_gt_manb = (a[MAN_HIGH:0] > b[MAN_HIGH:0]) ? 1 : 0;
assign manb_gt_mana = (b[MAN_HIGH:0] > a[MAN_HIGH:0]) ? 1 : 0;
assign a_gt_b = (expa_gt_expb | (!expb_gt_expa & mana_gt_manb));
assign ashift = expb_gt_expa ? 
                    (b[EXP_HIGH:EXP_LOW] - a[EXP_HIGH:EXP_LOW] < SUM_SHIFT) ? b[EXP_HIGH:EXP_LOW] - a[EXP_HIGH:EXP_LOW] : SUM_SHIFT
                    : 0;
assign bshift = expa_gt_expb ? 
                    (a[EXP_HIGH:EXP_LOW] - b[EXP_HIGH:EXP_LOW] < SUM_SHIFT) ? a[EXP_HIGH:EXP_LOW] - b[EXP_HIGH:EXP_LOW] : SUM_SHIFT
                    : 0;                    
assign minus = a[HIGH_BIT] != b[HIGH_BIT];
always @(posedge clk)
  out_valid <= in_valid;                    
always @(posedge clk)
  if (!rstn)
    c_int[HIGH_BIT] <= 0;
  else
    c_int[HIGH_BIT] <= (a[HIGH_BIT] == b[HIGH_BIT]) ? a[HIGH_BIT] :
             expa_gt_expb ? a[HIGH_BIT] :
             expb_gt_expa ? b[HIGH_BIT] :
             mana_gt_manb ? a[HIGH_BIT] :
             manb_gt_mana ? b[HIGH_BIT] : 0;
always @(posedge clk)
  if (!rstn)
    c_int[EXP_HIGH:EXP_LOW] <= 0;
  else             
    c_int[EXP_HIGH:EXP_LOW] <= (leading_zeros < SUM_WIDTH) ?
                    expb_gt_expa ?
                    b[EXP_HIGH:EXP_LOW] + (8'b1 - leading_zeros):
                    a[EXP_HIGH:EXP_LOW] + (8'b1 - leading_zeros):
                    0;
always @(posedge clk)
  if (!rstn)
    c_int[MAN_HIGH:0] <= 0;
  else
    c_int[MAN_HIGH:0] <= (leading_zeros < SUM_WIDTH) ?
                       (leading_zeros < SUM_OFFSET) ?
                            sum >> (SUM_OFFSET - leading_zeros):
                            sum << (leading_zeros - SUM_OFFSET):
                       0;
assign sum = (minus) ?
                (a_gt_b) ?
                    ({1'b1,a[MAN_HIGH:0]} << (SUM_SHIFT - ashift)) - ({1'b1,b[MAN_HIGH:0]} << (SUM_SHIFT - bshift)) :
                    ({1'b1,b[MAN_HIGH:0]} << (SUM_SHIFT - bshift)) - ({1'b1,a[MAN_HIGH:0]} << (SUM_SHIFT - ashift)) :
                (a_zero) ?
                    (b_zero) ?
                         0 :
                    ({1'b1,b[MAN_HIGH:0]} << (SUM_SHIFT - bshift)) :
                (b_zero) ?
                    ({1'b1,a[MAN_HIGH:0]} << (SUM_SHIFT - ashift)) :
                    ({1'b1,a[MAN_HIGH:0]} << (SUM_SHIFT - ashift)) + ({1'b1,b[MAN_HIGH:0]} << (SUM_SHIFT - bshift));
leading_zero_count #(.WIDTH(SUM_WIDTH))
leading_zero_count1
(
.a(sum),
.c(leading_zeros)
);          
endmodule
`timescale 1ns / 1ps
module leading_zero_count
#
(
parameter WIDTH = 64
)
(
input [WIDTH-1:0] a,
output reg [$clog2(WIDTH):0] c
);
integer i;
always @(a)
  begin
    c = WIDTH;
    for (i = 0; i < WIDTH; i = i + 1)
      if (a[i]) c = WIDTH - 1 - i;
  end
endmodule
$ cat run.sh
#!/bin/bash
# OpenROAD 26Q1-2900-gdf79404cd8, Yosys 0.63+post, stock flow scripts
make -C /OpenROAD-flow-scripts/flow DESIGN_CONFIG=/design/flow/config.mk WORK_HOME=/design/flow/orfs finish
==> impl_metrics.tcl <==
# metrics dict for downstream scripts
set metrics [dict create \
    run_status "complete, but fails checks" \
    failed_checks "capacitance limit, slew limit" \
    setup_viol 0 \
    synth.yosys.warnings 3 \
    yosysChipArea_sq_um 23800 \
    final_ant_viol_nets 0 \
    vdd.ir_drop.worst_mv 0.0590 \
    synthAdderAreaFrac_pct 10.7 \
    globalRouteOverflowTotal 0 \
    synth_compound_gate_area_share_pct 40.3 \
    drc 0 \
    drt-vias-per-instance 7.57 \
    maximum_achievable_frequency_ghz 0.0413 \
    power.leakage_nw 10.7 \
    route.vias.total 31700 \
    cts.sinks 33 \
    worst-setup-path-type "input port to flop" \
    totalWireLength_um 131000 \
    grt_pass1_wl_um 188000 \
    instances_no_fill 4183 \
    tool_warnings 129 \
    synth.lib_cells_used.distinct 119 \
    synth_largest_type_area_fraction_pct 10.2 \
    cts_max_path_buffers 2 \
    gr-usage-all-layers_pct 53.9 \
    synth_stat.cells 3591 \
    clkSlewWorstSetupHoldPaths_ns 0.06 \
    gp_congestion 1.22 \
    dr.pass1.iters 27 \
    cts_hold_buffers 0 \
    syn-cell-area_sq_um 23800 \
    synthToLayoutAreaGrowth_pct 7.54 \
    total_power_mw 1.93 \
    avgRoutedWirePerCell_um 31.2 \
    clock-root-buffer "sky130_fd_sc_hd__clkbuf_16" \
    type_of_the_tightest_min_delay_check "input port to flop" \
    synth_xor_xnor_area_share_pct 3.96 \
    post_cts.repair.setup_buffers 0 \
    final_max_slew_viol_count 2 \
    timing.max_slew.rel_slack_pct -12.2 \
    numPlacedInstances 4172 \
    fp.dieArea_sq_um 48400 \
    cp_common_cell "sky130_fd_sc_hd__nor2_1" \
    row_count 79 \
    fin_tns_setup_ns 0 \
    synth_async_sr_flop_share_pct 0 \
    post-route-period-util_pct 55.6 \
    biggest_area_consumer_among_synthesized_cells "sky130_fd_sc_hd__ha_1" \
    place.port_buffers 99 \
    floorplan.io_pins 100 \
    timing.final.crit_period_ns 24.20 \
    critical_path.max_fanout 37 \
    cap_violations 1 \
    worst-endpoint-required_ns 43.73 \
    crit_arrival_ns 24.43 \
    die_y_um 220 \
    detail_route.iter0.violations 4942 \
    synth_simple_gate_area_share_pct 26.0 \
    part_of_the_yosys_area_used_for_sequential_elements_pct 2.78 \
    post_cts_resize_count 0 \
    yosys-top-cells-count "sky130_fd_sc_hd__a21oi_1 (344), sky130_fd_sc_hd__nor2_1 (335), sky130_fd_sc_hd__nand2_1 (330)" \
    tritoncts "done" \
    critPathCaptureType "flop" \
    synth_dominant_cell_count "sky130_fd_sc_hd__a21oi_1" \
    ys_ff 33 \
    syn-instance-count 3591 \
    worst_setup_path_start_kind "input port" \
    post-dp-hpwl_um 102000 \
    clock_tree.htree_level_count 2 \
    antenna_found_initial 6 \
    synth_top_area_cells "sky130_fd_sc_hd__ha_1 (10%), sky130_fd_sc_hd__a21oi_1 (7.2%), sky130_fd_sc_hd__nor2_1 (5.3%), sky130_fd_sc_hd__nand2_1 (5.2%), sky130_fd_sc_hd__o21ai_0 (4.4%)" \
    numCtsBuffers 5 \
    ys_sh_mux_pct 8.29 \
    layout-drive-gt1-share_pct 7.98 \
    power_density_nw_per_um2 75.3 \
    cpPeakStageDelay_ns 0.93 \
    final-hold-violation-count 0 \
    core_area_sq_um 46800 \
    number_of_global_route_vias_before_repair 28200 \
    largest_net_degree_at_the_start_of_global_routing 60 \
    synth.logic.top_family "AND-OR/OR-AND gates" \
    count_of_flip_flops_with_a_built_in_enable_after_synthesis 0 \
    tightest_slew_ns 1.67 \
    die_x_um 220 \
    dominantRegCellSynth "sky130_fd_sc_hd__dfxtp_1" \
    setup_repair_after_global_routing_missed_its_margin "false" \
    syn_avg_cell_area_sq_um 6.62 \
    initial_core_util_pct 50.8 \
    critical-path-slowest-cell "sky130_fd_sc_hd__a2111oi_0" \
    layout.area.seq_sq_um 661 \
    filler_cell_count 4463 \
    logic_area_sq_um 21300 \
]
==> sequential cells by signal, indices dropped and copies added, names as in the netlist <==
signal,cells
out_valid,1
c_int,32
==> cell families (layout without fill, tap and decap cells) <==
group,Yosys count,count (layout)
adders and majority gates,200,200
xor gates and xnor gates,104,104
AOI/OAI and AO/OA,1374,1374
muxes,150,150
other,0,3
and+or+nand+nor,1266,1266
DFF,33,33
buffers and inverters,464,446
==> worst max-delay path, delay by kind of cell <==
family	cells	cell delay, ns
adder cells (fa/ha/maj)	5	2.38
AND/OR/NAND/NOR	14	4.75
XOR/XNOR	1	0.10
buffers and inverters	5	2.15
multiplexers	3	1.39
AND-OR/OR-AND	16	4.87
==> through the flow <==
stage / hold slack (ns) / utilization [%] / cell area (sq um) / worst slack [ns]
2_1_floorplan: 8.73 / - / 23800 / 23.22
3_3_place_gp: 9.16 / 54.4 / 25400 / 20.18
3_5_place_dp: 9.16 / 54.4 / 25400 / 19.78
4_1_cts: 8.87 / 54.7 / 25600 / 20.01
5_1_grt: 8.88 / 54.7 / 25600 / 18.43
6_report: 8.86 / 54.7 / 25600 / 19.31
==> report_power, final <==
group | total (mW) | switching [mW] | internal (mW)
Sequential | 0.0510 | 0.00424 | 0.0468
Clock | 0.0348 | 0.0138 | 0.0210
Combinational | 1.84 | 1.23 | 0.611
==> area by class of cell <==
cell class	count	area share, %
multi-input combinational	3094	83.4
timing repair buffer	209	7.11
inverter	229	3.36
sequential	33	2.58
tap	607	2.97
antenna	3	0.0294
clock buffer	5	0.489
clock inverter	3	0.0685
==> cells in the final DEF, fill, tap and decap left out, drive strengths merged, types with 33 or more instances in the layout <==
cell type,count
a21oi,347
a22oi,34
buf,110
a211oi,73
inv,225
nor4,59
a21o,98
mux4,35
nand2,335
o22ai,35
clkdlybuf4s50,99
o21ai,219
dfxtp,33
ha,194
xnor2,77
nor3,110
nor2,338
nand2b,41
nand4,67
a211o,33
a31oi,43
mux2i,92
nand3,99
o21bai,44
and3,39
o31ai,39
o211ai,54
and2,54
==> routing by layer <==
metal | vias up | GRT usage (%) | share of wire (%)
li1 | 13600 | - | -
met1 | 14600 | 67.5 | 36
met2 | 2799 | 73.1 | 39
met3 | 691 | 25.6 | 16
met4 | 8 | 34.3 | 8.7
met5 | - | 1.35 | 0.073
==> worst paths after layout <==
kind	from	endpoint	slack, ns	cells after the start
max	b[23]	c_int[13]	19.31	44
min	in_valid	out_valid	8.86	1
