==> flow/design.v <==
module half_stream_accumulate
#(
parameter BITS = 16,
parameter LENGTH = 10
)
(
input rstn,
input clk,
input in_valid,
input [BITS-1:0] a,
output logic out_valid,
output logic [BITS-1:0] c
);
logic [BITS-1:0] sum;
logic [$clog2(LENGTH):0] count = 0;
logic first_sum = 1;
logic last_sum = 0;
assign out_valid = (last_sum) ? 1 : 0;
assign c = (last_sum) ? sum : 0;
always @(posedge clk)
    if (in_valid)
        if (count == LENGTH-1)
            last_sum <= 1;
        else
            last_sum <= 0;
    else
        last_sum <= 0;
always @(posedge clk)
  if (in_valid)
    if (count < LENGTH-1)
        count <= count + 1;
    else
        count <= 0;
  else
    count <= 0;
always @(posedge clk)
    if (in_valid)
        if (count == LENGTH-1)
            first_sum <= 1;
        else
            first_sum <= 0;
    else
        first_sum <= 1;
half_add
half_add1
(
.rstn,
.clk,
.in_valid,
.a,
.b((first_sum != 1) ? sum : 0),
.out_valid(),
.c(sum)
);
endmodule
module half_stream_multiply_accumulate
#(
parameter BITS = 16,
parameter LENGTH = 10
)
(
input rstn,
input clk,
input in_valid,
input [BITS-1:0] a,
input [BITS-1:0] b,
output logic out_valid,
output logic [BITS-1:0] c
);
logic out_valid_sm;
logic [BITS-1:0] c_sm;
half_multiply
stream_multiply1
(
.rstn,
.clk,
.in_valid,
.a,
.b,
.out_valid(out_valid_sm),
.c(c_sm)
);
 half_stream_accumulate
#(
.BITS(BITS),
.LENGTH(LENGTH)
)
stream_accumulate1
(
.rstn,
.clk,
.in_valid(out_valid_sm),
.a(c_sm),
.out_valid,
.c
);
endmodule
`timescale 1ns / 1ps
module half_add(
input rstn,
input clk,
input in_valid,
input [15:0] a,
input [15:0] b,
output reg out_valid,
output wire [15:0] c
);
localparam SUM_SHIFT = 24 - 12;
reg [15:0] c_int;
wire [23:0] sum;
wire a_zero;
wire b_zero;
wire expa_gt_expb;
wire expb_gt_expa;
wire mana_gt_manb;
wire manb_gt_mana;
wire a_gt_b;
wire [3:0] ashift;
wire [3:0] bshift;
wire minus;
wire extra_leading_zero_bit_for_exact_power_of_two;
wire [4:0] leading_zeros;
assign c = c_int;
assign a_zero = (a[14:10] == 5'b0) ? 1 : 0; 
assign b_zero = (b[14:10] == 5'b0) ? 1 : 0;     
assign expa_gt_expb = (a[14:10] > b[14:10]) ? 1 : 0;
assign expb_gt_expa = (b[14:10] > a[14:10]) ? 1 : 0;
assign mana_gt_manb = (a[9:0] > b[9:0]) ? 1 : 0;
assign manb_gt_mana = (b[9:0] > a[9:0]) ? 1 : 0;
assign a_gt_b = (expa_gt_expb | (!expb_gt_expa & mana_gt_manb));
assign ashift = expb_gt_expa ? 
                    (b[14:10] - a[14:10] < 11) ? b[14:10] - a[14:10] : 11
                    : 0;
assign bshift = expa_gt_expb ? 
                    (a[14:10] - b[14:10] < 11) ? a[14:10] - b[14:10] : 11                     
                    : 0;                    
assign minus = ((a[15] != b[15]) & (!a_zero & !b_zero));  
always @(posedge clk)
  out_valid <= in_valid;                    
always @(posedge clk)
  if (!rstn)
    c_int[15] <= 0;
  else
    c_int[15] <= (a[15] == b[15]) ? a[15] :
             expa_gt_expb ? a[15] :
             expb_gt_expa ? b[15] :
             mana_gt_manb ? a[15] : 
             manb_gt_mana ? b[15] : 0;
always @(posedge clk)
  if (!rstn)
    c_int[14:10] <= 0;
  else             
    c_int[14:10] <= (leading_zeros < 20) ?
                    expb_gt_expa ?
                    b[14:10] + (5'b1 - leading_zeros):
                    a[14:10] + (5'b1 - leading_zeros):
                    0;
always @(posedge clk)
  if (!rstn)
    c_int[9:0] <= 0;
  else
    c_int[9:0] <= (leading_zeros < 24) ?
                       (leading_zeros < 13) ?
                            sum >> (13 - leading_zeros):
                            sum << (leading_zeros - 13): 
                       0;
assign sum = (minus) ?
                (a_gt_b) ?
                    ({1'b1,a[9:0]} << (SUM_SHIFT - ashift)) - ({1'b1,b[9:0]} << (SUM_SHIFT - bshift)) :
                    ({1'b1,b[9:0]} << (SUM_SHIFT - bshift)) - ({1'b1,a[9:0]} << (SUM_SHIFT - ashift)) :
                (a_zero) ?
                    (b_zero) ?
                         0 :
                    ({1'b1,b[9:0]} << (SUM_SHIFT - bshift)) :
                (b_zero) ?
                    ({1'b1,a[9:0]} << (SUM_SHIFT - ashift)) :
                    ({1'b1,a[9:0]} << (SUM_SHIFT - ashift)) + ({1'b1,b[9:0]} << (SUM_SHIFT - bshift));            
leading_zero_count #(.WIDTH(24))
leading_zero_count1
(
.a(sum),
.c({extra_leading_zero_bit_for_exact_power_of_two,leading_zeros})
);
endmodule
`timescale 1ns / 1ps
module half_multiply(
input rstn,
input clk,
input in_valid,
input [15:0] a,
input [15:0] b,
output reg out_valid,
output reg [15:0] c
);
reg [21:0] temp;
reg sign;
reg [5:0] exp;
reg in_valid_d;
wire [5:0] exp_minus_E;
wire [5:0] exp_minus_F;
always @(posedge clk)
  in_valid_d <= in_valid;
always @(posedge clk)
  out_valid <= in_valid_d;
always @(posedge clk)
  if ((a == 0) | (b==0))
    temp <= 0;
  else
    temp <= {10'b1,a[9:0]} * {10'b1,b[9:0]};
always @(posedge clk)
  sign <= a[15] ^ b[15];
always @(posedge clk)
  if (!rstn)
    c[15] <= 0;
  else
    c[15] <= sign;
always @(posedge clk)
  exp <= {1'b0,a[14:10]} + {1'b0,b[14:10]};
assign exp_minus_E = exp - 6'h0E;
assign exp_minus_F = exp - 6'h0F;
always @(posedge clk)
  if (!rstn)
    c[14:10] <= 0;
  else
    if (temp[21])
      c[14:10] <= (exp < 5'he) ? 5'h0 : (exp > (6'b011111 + 6'h0E)) ? 5'b11111 : exp_minus_E[4:0]; 
    else
      if (temp == 0)
        c[14:10] <= 0;
      else
        c[14:10] <= (exp < 5'hf) ? 5'h0 : (exp > (6'b011111 + 6'h0F)) ? 5'b11111 : exp_minus_F[4:0];    
always @(posedge clk)
  if (!rstn)
    c[9:0] <= 0;
  else
    if (temp[21])
      c[9:0] <= (exp < 5'hE) ? 10'h0 : (exp > (6'b011111 + 6'h0E)) ? 10'h3FF : temp  >> 11;
    else
      c[9:0] <= (exp < 5'hF) ? 10'h0 : (exp > (6'b011111 + 6'h0F)) ? 10'h3FF : temp  >> 10;
endmodule
`timescale 1ns / 1ps
module leading_zero_count
#
(
parameter WIDTH = 64
)
(
input [WIDTH-1:0] a,
output reg [$clog2(WIDTH):0] c
);
integer i;
always @(a)
  begin
    c = WIDTH;
    for (i = 0; i < WIDTH; i = i + 1)
      if (a[i]) c = WIDTH - 1 - i;
  end
endmodule
==> flow/run.sh <==
#!/bin/bash
# OpenROAD 26Q1-2900-gdf79404cd8, Yosys 0.63+post, stock flow scripts
make -C /OpenROAD-flow-scripts/flow DESIGN_CONFIG=/design/flow/config.mk WORK_HOME=/design/flow/orfs finish
==> flow/config.mk <==
export PLATFORM = sky130hd
export DESIGN_NAME = half_stream_multiply_accumulate
export DESIGN_NICKNAME = half_stream_multiply_accumulate
export VERILOG_FILES = /design/flow/design.v
export SDC_FILE = /design/flow/constraint.sdc
export NUM_CORES = 4
export LEC_CHECK = 1
export CORE_UTILIZATION = 30
==> flow/constraint.sdc <==
current_design half_stream_multiply_accumulate

set clk_period 22.3
set clk_io_pct 0.2

create_clock -name clk0 -period $clk_period [get_ports {clk}]

set non_clock_inputs [all_inputs -no_clocks]
set_input_delay [expr $clk_period * $clk_io_pct] -clock clk0 $non_clock_inputs
set_output_delay [expr $clk_period * $clk_io_pct] -clock clk0 [all_outputs]
==> impl_metrics.env <==
# physical design summary
export IMPL_status="finished clean"
export IMPL_crit_path_frequent_cell="ha_1"
export IMPL_wl_per_cell_um=20.9
export IMPL_min_period_over_period=0.553
export IMPL_holdBufCountCts=0
export IMPL_cts_buffers=9
export IMPL_gp_congestion=1.02
export IMPL_utilization=0.334
export IMPL_synth_async_reset_ratio=0
export IMPL_rsz0062_at_grt="false"
export IMPL_dp_hpwl_um=48300
export IMPL_cts_max_level=3
export IMPL_fin_ws_ns=9.97
export IMPL_required_ns=22.58
export IMPL_cts_path_max_buffers=2
export IMPL_grt_pass1_wl_um=92700
export IMPL_synth_edff_count=0
export IMPL_final_setup_tns_ns=0
export IMPL_hold_end="stream_multiply1.out_valid"
export IMPL_setup_violations=0
export IMPL_post_place_ws_ns=10.18
export IMPL_cts_sinks=70
export IMPL_drv_cap=0
export IMPL_drive_above_1_share=0.0601
export IMPL_critPathLaunchType="flop"
export IMPL_die_y_um=235
export IMPL_grt_max_degree=35
export IMPL_grt_pass1_vias=15500
export IMPL_initCoreUtil=0.306
export IMPL_slowest_stage="a311oi_1"
export IMPL_dieArea_um2=55100
export IMPL_synth_cell_type_count=120
export IMPL_rows=84
export IMPL_period_needed_ns=12.33
export IMPL_cts_root_buf="clkbuf_16"
export IMPL_drc=0
export IMPL_avgSynthCellArea_um2=7.54
export IMPL_regToRegEndpoint="stream_accumulate1.half_add1.c_int[5]"
export IMPL_report_final_hold_viol_count=0
export IMPL_portBuffers=51
export IMPL_wl_um=59200
export IMPL_core_area_um2=53100
export IMPL_dr_pass1_iters=7
export IMPL_ys_cells=2158
export IMPL_ys_warn_count=5
export IMPL_top_cell_area_share=0.132
export IMPL_layout_cells_most_common="inv_1"
export IMPL_syn_area_um2=16300
export IMPL_route_vias_total=16300
export IMPL_hold_class="reg2reg"
export IMPL_max_slew_margin=0.153
export IMPL_boundaryPins=52
export IMPL_whs_path_depth=0
export IMPL_r2r_cells=35
export IMPL_worstSkewPairLatency_ns=0.34
export IMPL_syn2layout_area_growth_pct=8.86
export IMPL_end_kind="flop"
export IMPL_whs_ns=0.335
export IMPL_synth_largest_area_cell="ha_1"
export IMPL_topCellsByArea="ha_1, fa_1, dfxtp_1"
export IMPL_worstSetupPathType="reg2reg"
export IMPL_rrSetupSlack_ns=9.97
export IMPL_yosysChipArea_um2=16300
export IMPL_dp_cells=2818
export IMPL_antenna_cells=0
export IMPL_instances_no_fill=2834
export IMPL_critPathMaxStageDelay_ns=0.76
export IMPL_ys_seq_elements=70
export IMPL_die_w_um=235
export IMPL_tritoncts="yes"
export IMPL_clkTransAtPathRegs_ns=0.07
export IMPL_hold_start="stream_multiply1.in_valid_d"
export IMPL_lay_top_cells="inv_1, nor2_1, ha_1, nand2_1, a21oi_1"
export IMPL_fin_skew_ns=0.00717
export IMPL_ys_flop_type="dfxtp_1"
export IMPL_worstMarginPinSlew_ns=1.24
export IMPL_arrival_ns=12.61
export IMPL_startpoint="stream_accumulate1.first_sum"
export IMPL_routed_via_density=5.77
export IMPL_grt_use_total=0.218
export IMPL_drtIter0Drc=1295
export IMPL_overflow=0
export IMPL_final_max_slew_viol_count=0
export IMPL_cp_max_fo=24
export IMPL_reg2reg_from="stream_accumulate1.first_sum"
export IMPL_antenna_left=0
export IMPL_post_cts_buffers=0
export IMPL_cts_resized=0
export IMPL_ys_seq_share=0.0862
export IMPL_tool_warnings=83
export IMPL_synthCells=2158
export IMPL_antenna_found_initial=0
export IMPL_fmaxAchievable_ghz=0.0811
[per-stage QoR]
step                      instance area (um2)
after CTS                               17700
final                                   17700
after global routing                    17700
after detailed placement                17400
after global placement                  17400
after floorplan                         16300
[layout make-up]
type,count,area [um2]
Timing Repair Buffer,84,758
Sequential cell,70,1400
Tap cell,688,861
Multi-Input combinational cell,1773,13600
Inverter,203,764
Fill cell,5445,35400
Clock inverter,7,63.8
Clock buffer,9,225
[metal layers]
layer	share of wire	global-route usage
met1	0.47	0.329
met2	0.44	0.341
met3	0.065	0.0272
met4	0.022	0.0383
met5	0	0
[critical path, delay by kind of cell, from the launching register on]
family	cells	cell delay, ns
AOI/OAI and AO/OA	15	5.24
xor gates and xnor gates	1	0.14
adders and majority gates	4	1.80
buffers and inverters	6	1.48
DFF	1	0.73
muxes	1	0.64
and+or+nand+nor	8	2.19
[state kept, by name, summed over array words and instances, names as in the netlist]
name                                count
stream_multiply1.exp                    6
stream_multiply1.c                     16
stream_multiply1.temp                  22
stream_accumulate1.count                5
stream_multiply1.in_valid_d             1
stream_multiply1.out_valid              1
stream_accumulate1.last_sum             1
stream_accumulate1.half_add1.c_int     16
stream_accumulate1.first_sum            1
stream_multiply1.sign                   1
[worst max-delay path by stage]
stage / end / slack, ns / cells after the start
global route: stream_accumulate1.half_add1.c_int[5] / 8.95 / 35
CTS: stream_accumulate1.half_add1.c_int[5] / 10.14 / 35
finish: stream_accumulate1.half_add1.c_int[5] / 9.97 / 35
[synth_stat cells (11+ instances only)]
cell         n
a211oi_1    22
a21boi_0    12
a21o_1      19
a21oi_1    155
a221oi_1    12
a22oi_1     14
a31oi_1     20
and2_1      92
and3_1      14
buf_2       14
clkbuf_1    83
dfxtp_1     70
fa_1        86
ha_1       171
inv_1      197
mux2_2      11
mux2i_1     66
nand2_1    164
nand2b_1    37
nand3_1     36
nand4_1     28
nor2_1     176
nor2b_1     15
nor3_1      54
nor4_1      28
o2111ai_1   11
o211ai_1    31
o21a_1      30
o21ai_0    121
o21ai_1     16
o22ai_1     13
o31a_1      11
o31ai_1     24
xnor2_1     51
xor2_1      13
[cell families (layout without fill, tap and decap cells)]
group | count (synthesis) | in the layout | synth area share
AND/OR/NAND/NOR | 705 | 705 | 0.221
AND-OR/OR-AND | 658 | 658 | 0.282
buffers and inverters | 315 | 303 | 0.0769
adder cells (fa/ha/maj) | 257 | 257 | 0.237
multiplexers | 86 | 86 | 0.0589
flip-flops | 70 | 70 | 0.0862
XOR/XNOR | 66 | 66 | 0.0369
other | 1 | 1 | 0.000231
