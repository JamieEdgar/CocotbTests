### ./config.mk
export PLATFORM = sky130hd
export DESIGN_NAME = half_multiply_accumulate
export DESIGN_NICKNAME = half_multiply_accumulate
export VERILOG_FILES = /design/flow/design.v
export SDC_FILE = /design/flow/constraint.sdc
export NUM_CORES = 4
export LEC_CHECK = 1
export CORE_UTILIZATION = 30
### ./constraint.sdc
current_design half_multiply_accumulate

set clk_period 13.1
set clk_io_pct 0.2

create_clock -name clk0 -period $clk_period [get_ports {clk}]

set non_clock_inputs [all_inputs -no_clocks]
set_input_delay [expr $clk_period * $clk_io_pct] -clock clk0 $non_clock_inputs
set_output_delay [expr $clk_period * $clk_io_pct] -clock clk0 [all_outputs]
### ./design.v
`timescale 1ns / 1ps
module half_add(
input rstn,
input clk,
input in_valid,
input [15:0] a,
input [15:0] b,
output reg out_valid,
output wire [15:0] c
);
localparam SUM_SHIFT = 24 - 12;
reg [15:0] c_int;
wire [23:0] sum;
wire a_zero;
wire b_zero;
wire expa_gt_expb;
wire expb_gt_expa;
wire mana_gt_manb;
wire manb_gt_mana;
wire a_gt_b;
wire [3:0] ashift;
wire [3:0] bshift;
wire minus;
wire extra_leading_zero_bit_for_exact_power_of_two;
wire [4:0] leading_zeros;
assign c = c_int;
assign a_zero = (a[14:10] == 5'b0) ? 1 : 0; 
assign b_zero = (b[14:10] == 5'b0) ? 1 : 0;     
assign expa_gt_expb = (a[14:10] > b[14:10]) ? 1 : 0;
assign expb_gt_expa = (b[14:10] > a[14:10]) ? 1 : 0;
assign mana_gt_manb = (a[9:0] > b[9:0]) ? 1 : 0;
assign manb_gt_mana = (b[9:0] > a[9:0]) ? 1 : 0;
assign a_gt_b = (expa_gt_expb | (!expb_gt_expa & mana_gt_manb));
assign ashift = expb_gt_expa ? 
                    (b[14:10] - a[14:10] < 11) ? b[14:10] - a[14:10] : 11
                    : 0;
assign bshift = expa_gt_expb ? 
                    (a[14:10] - b[14:10] < 11) ? a[14:10] - b[14:10] : 11                     
                    : 0;                    
assign minus = ((a[15] != b[15]) & (!a_zero & !b_zero));  
always @(posedge clk)
  out_valid <= in_valid;                    
always @(posedge clk)
  if (!rstn)
    c_int[15] <= 0;
  else
    c_int[15] <= (a[15] == b[15]) ? a[15] :
             expa_gt_expb ? a[15] :
             expb_gt_expa ? b[15] :
             mana_gt_manb ? a[15] : 
             manb_gt_mana ? b[15] : 0;
always @(posedge clk)
  if (!rstn)
    c_int[14:10] <= 0;
  else             
    c_int[14:10] <= (leading_zeros < 20) ?
                    expb_gt_expa ?
                    b[14:10] + (5'b1 - leading_zeros):
                    a[14:10] + (5'b1 - leading_zeros):
                    0;
always @(posedge clk)
  if (!rstn)
    c_int[9:0] <= 0;
  else
    c_int[9:0] <= (leading_zeros < 24) ?
                       (leading_zeros < 13) ?
                            sum >> (13 - leading_zeros):
                            sum << (leading_zeros - 13): 
                       0;
assign sum = (minus) ?
                (a_gt_b) ?
                    ({1'b1,a[9:0]} << (SUM_SHIFT - ashift)) - ({1'b1,b[9:0]} << (SUM_SHIFT - bshift)) :
                    ({1'b1,b[9:0]} << (SUM_SHIFT - bshift)) - ({1'b1,a[9:0]} << (SUM_SHIFT - ashift)) :
                (a_zero) ?
                    (b_zero) ?
                         0 :
                    ({1'b1,b[9:0]} << (SUM_SHIFT - bshift)) :
                (b_zero) ?
                    ({1'b1,a[9:0]} << (SUM_SHIFT - ashift)) :
                    ({1'b1,a[9:0]} << (SUM_SHIFT - ashift)) + ({1'b1,b[9:0]} << (SUM_SHIFT - bshift));            
leading_zero_count #(.WIDTH(24))
leading_zero_count1
(
.a(sum),
.c({extra_leading_zero_bit_for_exact_power_of_two,leading_zeros})
);
endmodule
`timescale 1ns / 1ps
module half_multiply(
input rstn,
input clk,
input in_valid,
input [15:0] a,
input [15:0] b,
output reg out_valid,
output reg [15:0] c
);
reg [21:0] temp;
reg sign;
reg [5:0] exp;
reg in_valid_d;
wire [5:0] exp_minus_E;
wire [5:0] exp_minus_F;
always @(posedge clk)
  in_valid_d <= in_valid;
always @(posedge clk)
  out_valid <= in_valid_d;
always @(posedge clk)
  if ((a == 0) | (b==0))
    temp <= 0;
  else
    temp <= {10'b1,a[9:0]} * {10'b1,b[9:0]};
always @(posedge clk)
  sign <= a[15] ^ b[15];
always @(posedge clk)
  if (!rstn)
    c[15] <= 0;
  else
    c[15] <= sign;
always @(posedge clk)
  exp <= {1'b0,a[14:10]} + {1'b0,b[14:10]};
assign exp_minus_E = exp - 6'h0E;
assign exp_minus_F = exp - 6'h0F;
always @(posedge clk)
  if (!rstn)
    c[14:10] <= 0;
  else
    if (temp[21])
      c[14:10] <= (exp < 5'he) ? 5'h0 : (exp > (6'b011111 + 6'h0E)) ? 5'b11111 : exp_minus_E[4:0]; 
    else
      if (temp == 0)
        c[14:10] <= 0;
      else
        c[14:10] <= (exp < 5'hf) ? 5'h0 : (exp > (6'b011111 + 6'h0F)) ? 5'b11111 : exp_minus_F[4:0];    
always @(posedge clk)
  if (!rstn)
    c[9:0] <= 0;
  else
    if (temp[21])
      c[9:0] <= (exp < 5'hE) ? 10'h0 : (exp > (6'b011111 + 6'h0E)) ? 10'h3FF : temp  >> 11;
    else
      c[9:0] <= (exp < 5'hF) ? 10'h0 : (exp > (6'b011111 + 6'h0F)) ? 10'h3FF : temp  >> 10;
endmodule
`timescale 1ns / 1ps
module half_multiply_accumulate(
input rstn,
input clk,
input clear,
input in_valid,
input [15:0] a,
input [15:0] b,
output reg [15:0] c
);
wire [15:0] product;
wire [15:0] sum;
wire out_valid_mult;
wire out_valid_sum;
wire [15:0] a_in;
assign a_in = (out_valid_sum) ? sum : c;
always @(posedge clk)
  if (!rstn | clear)
    c <= 0;
  else
    if (out_valid_sum)
      c <= sum;
    else
      c <= c;
half_multiply half_multiply1(
.rstn(rstn),
.clk(clk),
.in_valid(in_valid),
.a(a),
.b(b),
.out_valid(out_valid_mult),
.c(product)
);      
half_add half_add1(
.rstn(rstn),
.clk(clk),
.in_valid(out_valid_mult),
.a(a_in),
.b(product),
.out_valid(out_valid_sum),
.c(sum)
);
endmodule
`timescale 1ns / 1ps
module leading_zero_count
#
(
parameter WIDTH = 64
)
(
input [WIDTH-1:0] a,
output reg [$clog2(WIDTH):0] c
);
integer i;
always @(a)
  begin
    c = WIDTH;
    for (i = 0; i < WIDTH; i = i + 1)
      if (a[i]) c = WIDTH - 1 - i;
  end
endmodule
### ./run.sh
#!/bin/bash
# OpenROAD 26Q1-2900-gdf79404cd8, Yosys 0.63+post, stock flow scripts
make -C /OpenROAD-flow-scripts/flow DESIGN_CONFIG=/design/flow/config.mk WORK_HOME=/design/flow/orfs finish
==> out/metrics.csv <==
metric,value,unit
status,finished clean,
DR DRC count,0,
worst clock skew,0.0127,ns
"Max FO, Critical Path",22,
"Clk Latency, worst-skew pair",0.35,ns
total wire length,56.3,mm
Worst Setup Start Kind,register,
ant diodes,0,
vias in the first global route,15049,
Top-area cell share,13.3,%
Post-Layout Inst Area,0.0177,mm^2
unrepaired setup endpoints after global routing,false,
Worst-path clk slew,0.06,ns
core area,0.0529,mm^2
Critical Path Sink Type,register,
FP Core Util,30.6,%
Crit-path slowest cell,ha_1,
CTS Buf Count,9,
Max-Cap Viols,0,
area grow syn2layout,9.28,%
Most common cell on crit path,ha_1,
Yosys chip area,0.0162,mm^2
Clock Path Buffers,2,
clock root cell,clkbuf_16,
std cell rows,84,
initial antenna violation count,0,
Top Family by Delay on Critical Path,AND-OR/OR-AND gates,
count of input and output buffers,51,
minimum clock period,12.25,ns
# IOs,52,
Final period util,93.5,%
Critical Path RT,13.33,ns
layout cells sized above 1,6.38,%
Detail Placement HPWL,45.8,mm
ys async rst share,0,%
Commonest flop,dfxtp_1,
Post-synth EDFFs,0,
Die Area,0.0548,mm^2
largest cells by area after synthesis,"ha_1 (13%), fa_1 (11%), dfxtp_1 (9.9%)",
Log Warnings,86,
Tightest Pin Transition,0.956,ns
WL per Instance,20.3,um
Synth warnings,4,
vias after detailed routing,15760,
critical path's largest stage delay,0.82,ns
CTS sink cnt,80,
Avg Inst Size Synth,7.72,um^2
final RePlAce weighted congestion,1.02,
CTS H-tree depth,3,
Die Ht,234,um
relative slew slack,35.9,%
CTS tree,done,
worst path bufs/invs,5,
Synth cell types,103,
Total GRT Usage,21.4,%
DR iter-0 viols,1424,
cell count in the Yosys report,2093,
most frequent cells in the layout,"inv_1 (199), ha_1 (172), nor2_1 (165)",
Min-Delay Path Class,register to register,
DRT Pass-1 Iters,7,
cts hold-fix bufs,0,
DR vias/cell,5.68,
grt total ovfl,0,
setup_tns,0,ns
Routed Antenna Nets,0,
"area leader, netlist",ha_1,
Commonest Layout Cell,inv_1,
Area after DPL,0.0173,mm^2
"Hold Vio Cnt, Final",0,
Post-Syn Area,0.0162,mm^2
Max Clock Freq,0.0816,GHz
Mapped Cells,2093,
CP Data Arrival Time,12.48,ns
largest net degree at the start of global routing,27,
Synth Register Bits,80,
CP Class,register to register,
global-route wire length before repair,88.5,mm
Max Slew Vio Count,0,
sequential share of the synthesized area,9.91,%
"Setup violations, final",0,
DIE WIDTH,234,um
logic make-up (layout without fill, tap and decap cells):
group | count (synthesis) | count (layout) | share of synthesized area [%]
compound gates | 606 | 606 | 26.0
xor+xnor | 67 | 67 | 3.72
buf+inv | 309 | 302 | 7.60
fa+ha+maj | 259 | 259 | 24.1
mux | 124 | 124 | 8.61
flops | 80 | 80 | 9.91
simple gates | 648 | 648 | 20.0
layout make-up:
class / count / area, um^2
Multi-Input combinational cell: 1704 / 13300
Timing Repair Buffer: 85 / 766
Clock inverter: 7 / 101
Tap cell: 688 / 861
Clock buffer: 9 / 225
Sequential cell: 80 / 1600
Inverter: 201 / 754
Fill cell: 5464 / 35200
cells in the mapped netlist (11+ instances only):
cell,count
clkbuf_1,79
o221ai_1,11
o22ai_1,12
fa_1,87
dfxtp_1,80
nand4_1,16
a31oi_1,12
a211o_1,12
buf_2,16
xor2_1,20
o31ai_1,11
nor2_1,165
and2_1,81
and3_1,21
or3_1,12
nor2b_1,23
a21oi_1,124
o21ai_0,129
a211oi_1,17
nand2_1,162
xnor2_1,45
mux2i_1,91
o211ai_1,40
inv_1,199
o21bai_1,15
a21boi_0,24
nand3_1,34
nand2b_1,29
a21o_1,34
nor4_1,23
mux2_2,23
o21a_1,20
nor3_1,37
ha_1,172
registers in the layout, indices dropped and copies added (netlist names):
| register | flops |
|---|---|
| half_add1.out_valid | 1 |
| half_multiply1.temp | 22 |
| c | 16 |
| half_multiply1.in_valid_d | 1 |
| half_add1.c_int | 16 |
| half_multiply1.exp | 6 |
| half_multiply1.c | 16 |
| half_multiply1.out_valid | 1 |
| half_multiply1.sign | 1 |
through the flow:
step	cells	utilization, %	worst slack, ns	hold WS (ns)
global route	2774	33.4	0.0212	0.346
global placement	2758	32.8	0.830	0.314
detailed placement	2758	32.8	0.866	0.316
CTS	2774	33.4	0.743	0.334
finish	2774	33.4	0.847	0.331
floorplan	2093	-	2.88	0.310
layer usage:
layer	share of wire, %	up-vias	track usage (%)
met5	0	-	0
met4	2.6	0	4.99
met3	7.3	83	4.02
met2	43	611	32.0
met1	47	7592	32.0
li1	-	7474	-
path summary, 6_finish.rpt:
path | from | slack, ns | depth (start not counted) | end
worst max-delay path | half_add1.out_valid$_DFF_P_ | 0.85 | 38 | half_add1.c_int[14]$_SDFF_PN0_
worst min-delay path | half_multiply1.out_valid$_DFF_P_ | 0.33 | 0 | half_add1.out_valid$_DFF_P_
worst max register to register | half_add1.out_valid$_DFF_P_ | 0.85 | 38 | half_add1.c_int[14]$_SDFF_PN0_
worst min register to register | half_multiply1.out_valid$_DFF_P_ | 0.33 | 0 | half_add1.out_valid$_DFF_P_
worst register-to-register path: cells and delay by family (launching register included):
family          cells  cell delay (ns)
xor+xnor            2             0.55
fa+ha+maj           5             2.65
simple gates        8             1.77
buf+inv             5             1.26
flops               1             0.31
mux                 4             1.50
compound gates     14             4.12
what timing repair did:
| item | CTS | global route |
|---|---|---|
| setup buffers | 0 | 0 |
| resized | 0 | 3 |
| setup endpoints to repair | 0 | 6 |
